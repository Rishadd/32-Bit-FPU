## /design/flow/design.v

```verilog
`timescale 1ns / 1ps
module Addition32Bit (
    input sign_a,
    input sign_b,
    input [23:0] a,b,
    output reg [24:0] res,
    output reg sign_res
    );
    always @(*) begin
        if (sign_a == sign_b) begin
            sign_res = sign_a;   
            res = a+b;
        end
        else if (a >= b) begin
            res = a - b;
            sign_res = sign_a;
        end
        else begin
            res = b - a;
            sign_res = sign_b;
        end
    end
endmodule	
```

## /design/flow/run.sh

```bash
#!/bin/bash
# OpenROAD 26Q1-2900-gdf79404cd8, Yosys 0.63+post, stock flow scripts
make -C /OpenROAD-flow-scripts/flow DESIGN_CONFIG=/design/flow/config.mk WORK_HOME=/design/flow/orfs finish
```

## /design/flow/config.mk

```make
export PLATFORM = sky130hd
export DESIGN_NAME = Addition32Bit
export DESIGN_NICKNAME = Addition32Bit
export VERILOG_FILES = /design/flow/design.v
export SDC_FILE = /design/flow/constraint.sdc
export NUM_CORES = 4
export LEC_CHECK = 1
export CORE_AREA = 10 10 114 114
export DIE_AREA = 0 0 124 124
```

## /design/flow/constraint.sdc

```tcl
current_design Addition32Bit

set clk_period 23.8
set clk_io_pct 0.2

create_clock -name clk0 -period $clk_period

set non_clock_inputs [all_inputs -no_clocks]
set_input_delay [expr $clk_period * $clk_io_pct] -clock clk0 $non_clock_inputs
set_output_delay [expr $clk_period * $clk_io_pct] -clock clk0 [all_outputs]
```

==> changes_impl.md <==
### Changed

- Status: finished clean
- # fillers: 1110
- Initial drt markers: ~310
- Relative slew slack: ~44%
- Syn Inst Count: 565
- Die Width: around 120 um
- Worst path depth: 13
- Core Region: 10400 um2
- Syn_area_per_cell: 6.56 um2
- RSZ-0062 raised after global routing: no
- Register area: 0 um2
- Pin count of the biggest net entering global routing: 35
- Setup violations, final: 0
- Antenna diodes: 0
- CP top delay family: AND-OR/OR-AND gates
- WL met3: 754 um
- Final WL: 12.3 mm
- DRC Markers: 0
- Min-Delay Path Class: input pin to output pin
- VDD IR max: 0.0133 mV
- Count of tool warnings: 83
- Fp util: 35.6%
- 1st-pass router iterations: 5
- Buf/Inv on CP: 3
- Cell area after layout: 4560 um2
- Chip Area, Yosys: 3700 um2
- Worst path arrival time: 9.23 ns
- Hold_buf cts: 0
- Antenna Nets Post-Route: 0
- Fin crit share: 58.8%
- Clock period minus worst slack: roughly 14 ns
- F_max: 71.5 MHz
- Final hold vios: 0
- Hold Crit Start: sign_a
- Max Used Layer: met4
- Total congestion overflow: 0
- Power Density: ~30 nW/um2
- Worst setup EP type: output pin
- CP Cell Sequence: clkdlybuf4s50_1 > inv_1 > ha_1 > and4_4 > nor3b_1 > a221o_1 > or3_4 > o21ai_4 > a311oi_1 > nor4_1 > o21ai_0 > a31o_1 > clkdlybuf4s50_1
- Final-layout clock buffer total: 0
- Total Routing Usage GR: 15.8%
- Largest stage delay on the critical path: 0.63 ns
- Number of cells in Yosys stat: roughly 570
- Final-report max-slew violation count: 0
- Placed Cells: 753
- Worst slew pin tran: 0.824 ns
- Die Footprint: 15400 um2
- Mapped Area: 3700 um2
- # resized after CTS: 0
- Vias/cell: 5.52
- Initial antenna violation count: 0
- WHS Endpoint: sign_res
- Setup Fix Bufs, Post-CTS: 0
- Vias in the first global route: 3974
- Via count: 4160
- Post-DP Area: 4560 um2
- # rows: 37
- Fraction of layout cells with a size suffix above 1: roughly 2.1%
- Most common cell on crit path: clkdlybuf4s50_1
- Worst Path Class, Setup: input pin to output pin
- Ports: 76
- Area growth syn-to-layout: 23.1%
- Power, Total: 136 uW
- Crit path required time: 19.04 ns
- I/O Buffers: 76
- Met1 WL: 5.86 mm
- Max Cap Viol: 0
- Startpoint Class: input pin
- Critical Path Fanout Max: 28
- WL met2: 5.62 mm
- Yosys top cell area share: 25.3%
- Post-detail-place hpwl: 10.2 mm
- Leak pwr: 2.13 nW
- Die y size: approximately 120 um
- First-pass GRT wire length: 20.2 mm
- Yosys Warn Count: 1
- Finished Layout Cells: 753
- Gpl congestion: 0.995
- Area leader, netlist: ha_1
- Cell types occupying the most area after synthesis: ha_1 (25%), a21oi_1 (9.2%), inv_1 (7.3%)
- Gate Area: 3310 um2
- Wirelength per Cell: 16.3 um
- Hold depth: 4
- Seq_cells: 0
- Sequential area share after synthesis: 0%
- Cell Type Count: about 55
- Final Core Density: 43.8%
- Setup_tns: 0 ns
- Max stage delay cell, worst path: o21ai_4
## per-layer routing
layer | vias to the layer above | global-route usage [%]
met2 | 139 | 25.6
met4 | 0 | 0.576
met3 | 2 | 1.79
met1 | 1923 | 23.2
met5 | - | 0
li1 | 2096 | -
## layout make-up
type               count  area share (%)
inverters             72            5.93
multi-input cells    463            72.7
well taps            136            3.73
repair buffers        82            17.7
## per-stage QoR
stage | hold slack [ns] | setup WS, ns
final | 10.58 | 9.81
after global routing | 10.63 | 9.60
after floorplan | 9.57 | 11.80
after CTS | 10.59 | 9.87
after detailed placement | 10.59 | 9.88
after global placement | 10.60 | 9.95
## placed cells by master (no fill, tap or decap), drive strengths merged, types with 4 or more instances in the layout
master	count
nor3	13
nand2	38
a21oi	68
mux2i	7
nand2b	6
buf	6
clkdlybuf4s50	76
xnor2	21
ha	75
nor2	53
a31oi	9
or3	4
o21ai	35
a211oi	4
o21bai	8
a21o	18
nor2b	7
o31ai	9
nand4	8
nor4	4
inv	72
and3	4
o211ai	11
a311oi	5
nand3	5
o21a	7
o311ai	4
## worst min-delay path, cell delays in order
cell,delay [ns]
clkdlybuf4s50_1,0.49
nand2_1,0.09
nand2_1,0.05
clkdlybuf4s50_1,0.42
## Yosys cell counts (all sizes together) (11+ instances only)
master   n
a21o    18
a21oi   68
clkbuf  22
ha      75
inv     72
nand2   38
nor2    53
nor3    13
o211ai  11
o21ai   35
xnor2   21
## cell families (layout without fill, tap and decap cells)
group	after synthesis	in the layout	synth area share [%]
AND-OR/OR-AND	202	202	35.0
AND/OR/NAND/NOR	150	150	19.0
buffers and inverters	102	154	10.7
adder cells (fa/ha/maj)	78	78	27.0
XOR/XNOR	24	24	5.67
multiplexers	9	9	2.60
## where the power goes
| group | internal (mW) | switching (mW) |
|---|---|---|
| registers | 0 | 0 |
| logic | 0.0671 | 0.0692 |
| clock network | 0 | 0 |
| total | 0.0671 | 0.0692 |
## how the worst max path moves through the flow
stage | endpoint | startpoint | slack [ns]
after global routing | res[24] | a[10] | 9.60
after CTS | res[24] | a[10] | 9.87
final | res[24] | a[10] | 9.81
No activity file was given, so power comes from the tool's default toggle rates.
