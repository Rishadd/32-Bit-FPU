File: ./run.sh
#!/bin/bash
# OpenROAD 26Q1-2900-gdf79404cd8, Yosys 0.63+post, stock flow scripts
make -C /OpenROAD-flow-scripts/flow DESIGN_CONFIG=/design/flow/config.mk WORK_HOME=/design/flow/orfs finish
File: ./config.mk
export PLATFORM = sky130hd
export DESIGN_NAME = CompareAndShift32Bit
export DESIGN_NICKNAME = CompareAndShift32Bit
export VERILOG_FILES = /design/flow/design.v
export SDC_FILE = /design/flow/constraint.sdc
export NUM_CORES = 4
export LEC_CHECK = 1
export CORE_UTILIZATION = 50
File: ./design.v
`timescale 1ns / 1ps
module CompareAndShift32Bit (
    input [7:0] exp_a,
    input [7:0] exp_b,
    input [23:0] man_a,
    input [23:0] man_b,
    output reg [23:0] al_man_a,
    output reg [23:0] al_man_b,
    output reg [7:0] shift
);
    always @(*) begin
        if (exp_a > exp_b) begin
            shift = exp_a - exp_b;
            al_man_a = man_a;
            al_man_b = man_b >> shift;
        end else begin
            shift = exp_b - exp_a;
            al_man_a = man_a >> shift;
            al_man_b = man_b;
        end
    end
endmodule
File: ./constraint.sdc
current_design CompareAndShift32Bit

set clk_period 14.2
set clk_io_pct 0.2

create_clock -name clk0 -period $clk_period

set non_clock_inputs [all_inputs -no_clocks]
set_input_delay [expr $clk_period * $clk_io_pct] -clock clk0 $non_clock_inputs
set_output_delay [expr $clk_period * $clk_io_pct] -clock clk0 [all_outputs]
==> flow_metrics.tcl <==
# implementation run metrics
set metrics [dict create \
    coreArea_um2 5610 \
    seq_area_um2 0 \
    crit_family "buffers and inverters" \
    path_cells "clkdlybuf4s50_1 -> inv_1 -> ha_1 -> nand4_2 -> or2_4 -> o21ai_4 -> buf_4 -> buf_4 -> mux2_2 -> a221oi_2 -> xnor2_1 -> buf_4 -> or3_1 -> or2_1 -> o21ai_1 -> clkdlybuf4s50_1" \
    wl_per_cell_um 18.0 \
    pre_cts_ws_ps 3630 \
    fin_setup_tns_ps 0 \
    hold_slack_ps 6630 \
    setup_violations 0 \
    adder_share_pct 7.67 \
    grt_max_degree 47 \
    critical_path_class "input pin to output pin" \
    drt_first_iter_violations 292 \
    grt_pass1_vias 3364 \
    crit_path_start_kind "input pin" \
    antenna_found_initial 0 \
    yosys.area.top_type "mux4_2" \
    worst_setup_path_end_kind "output pin" \
    portBuffers 120 \
    synth_seq_share_pct 0 \
    crit_fanout 39 \
    synth.distinct_cells 64 \
    syn_to_final_growth_pct 38.8 \
    finalMaxSlewViolations 0 \
    hold_violations 0 \
    yosys_warnings 1 \
    place_hpwl_mm 8.06 \
    drc 0 \
    cap_violations 0 \
    ys_sh_aoi_pct 29.8 \
    max_freq_mhz 94.9 \
    stdcell_area_um2 4120 \
    syn_area_um2 2970 \
    yosys-stat-cells 400 \
    cp_common_cell "buf_4" \
    crit_buf_inv 6 \
    seqPwrFrac_pct 0 \
    die_area_um2 6250 \
    antennaDiodeCount 0 \
    gp_congestion 1.00 \
    drive_above_1_share_pct 11.4 \
    swShare_pct 52.1 \
    top_cell "nand2_1" \
    topCellsByArea "mux4_2 (17%), nand2_1 (9.2%), mux2i_1 (6.4%)" \
    synth.logic.top_family "AND-OR/OR-AND gates" \
    synth.avg_cell_area_um2 7.42 \
    cts_resized 0 \
    ir_worst_vdd_uv 52.4 \
    synthMuxAreaShare_pct 28.4 \
    warnings 40 \
    finalClockPeriodUsage_pct 74.2 \
    ys_chip_area_um2 2970 \
    ctsHoldBuffers 0 \
    pwr-share-comb_pct 100.0 \
    min_path_type "input pin to output pin" \
    power.density_nw_per_um2 66.3 \
    p_int_mw 0.131 \
    common_cells "nand2_1 (73), mux4_2 (23), o21ai_0 (22)" \
    grt_pass1_wl_mm 16.3 \
    max_slew_margin_pct 49.5 \
    setup_slack_ps 3660 \
    avgViaCountPerCell 6.31 \
    xor_area_share_pct 1.14 \
    clockBufferCount 0 \
    post_dp_cell_area_um2 4120 \
    cts_setup_buffers 0 \
    final-instance-count-excl-fill 562 \
    ant_nets 0 \
    dr.pass1.iters 5 \
    max_stage_delay_ps 520 \
    flops 0 \
    io_pins 120 \
    p_switching_mw 0.142 \
    critPathRequiredTime_ps 11360 \
    status "complete, no violations" \
    critPathSlowestCell "ha_1" \
    p_leak_nw 1.58 \
    wirelength_mm 10.1 \
    fp_util_pct 52.9 \
    die_y_um 79.1 \
    rsz0062_at_grt "no" \
    yosys.area_share.simple_pct 23.7 \
    dieWidth_um 79.1 \
    tightest_slew_ps 754 \
    track_usage_pct 33.3 \
    gr-total-overflow 0 \
    final_core_util_pct 73.5 \
    power_mw 0.273 \
    layout_min_cycle_time_ps 10540 \
    top_area_share_pct 17.4 \
    place_inst 562 \
    arrival_ps 7700 \
    vias 3547 \
    synth_cells 400 \
    pwr-share-clk_pct 0 \
    num_rows 27 \
]
## power groups by stage
stage         Sequential [mW]  Clock (mW)  Combinational, mW
CTS                         0           0              0.271
global route                0           0              0.295
finish                      0           0              0.273
## layout make-up
type	instances	area [um^2]
well taps	72	90.1
inverters	22	82.6
fillers	418	1490
repair buffers	126	1250
multi-input cells	342	2700
## cells by family after synthesis
logic type / Yosys count
adder cells (fa/ha/maj): 17
multiplexers: 52
XOR/XNOR: 3
AND-OR/OR-AND: 121
buffers and inverters: 58
AND/OR/NAND/NOR: 149
## final timing paths
kind	startpoint	endpoint	slack, ps	cells after the start
worst max-delay path	exp_a[6]	al_man_b[20]	3660	16
worst min-delay path	man_b[8]	al_man_b[8]	6630	4
## layer usage
| metal | global-route usage [%] | part of all wire [%] |
|---|---|---|
| met1 | 46.5 | 42 |
| met2 | 56.2 | 50 |
| met3 | 4.67 | 6.3 |
| met4 | 5.64 | 1.7 |
| met5 | 0 | 0 |
## layout by cell type (no fill, tap or decap), types with 5 or more instances in the layout
cell type,count
clkdlybuf4s50_1,120
nand2_1,73
mux4_2,23
o21ai_0,22
inv_1,21
mux2i_1,19
nor2_1,16
nor3_1,15
ha_1,15
a21oi_1,14
a22o_1,12
nand3_1,11
o21ai_1,9
o31ai_1,8
mux2_2,6
o22ai_1,6
buf_4,6
nor2b_1,5
o211ai_1,5
a31oi_1,5
No activity file was given, so power comes from the tool's default toggle rates.
