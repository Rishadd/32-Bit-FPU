===== run.sh =====
#!/bin/bash
# OpenROAD 26Q1-2900-gdf79404cd8, Yosys 0.63+post, stock flow scripts
make -C /OpenROAD-flow-scripts/flow DESIGN_CONFIG=/design/flow/config.mk WORK_HOME=/design/flow/orfs finish

===== config.mk =====
export PLATFORM = sky130hd
export DESIGN_NAME = multiplier_32bit
export DESIGN_NICKNAME = multiplier_32bit
export VERILOG_FILES = /design/flow/design.v
export SDC_FILE = /design/flow/constraint.sdc
export NUM_CORES = 4
export LEC_CHECK = 1
export CORE_UTILIZATION = 40

===== constraint.sdc =====
current_design multiplier_32bit

set clk_period 1.4
set clk_io_pct 0.2

create_clock -name clk0 -period $clk_period [get_ports {clk}]

set non_clock_inputs [all_inputs -no_clocks]
set_input_delay [expr $clk_period * $clk_io_pct] -clock clk0 $non_clock_inputs
set_output_delay [expr $clk_period * $clk_io_pct] -clock clk0 [all_outputs]

===== design.v =====
module Multiplication32bit(
    input [23:0] man_a,
    input [23:0] man_b,
    input [7:0] exp_a,
    input [7:0] exp_b,
    output [22:0] final_mantissa,
    output [7:0] final_exp,
    output overflow
);
wire [47:0] product = man_a * man_b;  
wire norm_shift = product[47];  
wire [22:0] man_norm = norm_shift ? product[46:24] : product[45:23];  
wire guard_bit = norm_shift ? product[23] : product[22];  
wire sticky_bit = norm_shift ? |product[22:0] : |product[21:0];  
wire round = guard_bit & sticky_bit;  
wire [23:0] rounded = {1'b0, man_norm} + round;  
wire carry = rounded[23];  
assign final_mantissa = carry ? rounded[23:1] : rounded[22:0];  
wire [9:0] exp_raw = exp_a + exp_b - 8'd127 + norm_shift + carry;  
assign final_exp = exp_raw[7:0];
assign overflow = exp_raw > 8'd254;
endmodule
`timescale 1ns / 1ps
module multiplier_32bit (
    input clk,
    input rst,
    input [31:0] i_a,
    input [31:0] i_b,
    input i_vld,
    output reg [31:0] o_res,
    output reg o_res_vld,
    output reg overflow
);
wire sign_a, sign_b, sign_res;
wire [7:0] exp_a, exp_b, final_exp;
wire [22:0] final_mantissa;
wire result_overflow;
wire [23:0] man_a, man_b;
assign sign_a = i_a[31];
assign sign_b = i_b[31];
assign exp_a = i_a[30:23];
assign exp_b = i_b[30:23];
assign man_a = (exp_a == 8'b0) ? {1'b0, i_a[22:0]} : {1'b1, i_a[22:0]};  
assign man_b = (exp_b == 8'b0) ? {1'b0, i_b[22:0]} : {1'b1, i_b[22:0]};
wire is_nan_a = ((exp_a == 8'b11111111) && (man_a[22:0] != 0));  
wire is_nan_b = ((exp_b == 8'b11111111) && (man_b[22:0] != 0));
wire is_inf_a = ((exp_a == 8'b11111111) && (man_a[22:0] == 0));
wire is_inf_b = ((exp_b == 8'b11111111) && (man_b[22:0] == 0));
wire is_zero_a = ((i_a[30:0] == 0));  
wire is_zero_b = ((i_b[30:0] == 0));
wire sign_res;
assign sign_res = sign_a ^ sign_b;
Multiplication32bit u_Multiplication32bit (
    .man_a(man_a),
    .man_b(man_b),
    .exp_a(exp_a),
    .exp_b(exp_b),
    .final_mantissa(final_mantissa),
    .final_exp(final_exp),
    .overflow(result_overflow)
);
always @(posedge clk or posedge rst) begin
    if (rst) begin
        o_res <= 32'b0;
        o_res_vld <= 1'b0;
        overflow <= 1'b0;
    end else if (i_vld) begin
        if (is_nan_a || is_nan_b || ((is_inf_a && is_zero_b) || (is_zero_a && is_inf_b))) begin
            o_res <= 32'h7FC00000;  
            overflow <= 1'b1;
        end else if (is_inf_a || is_inf_b) begin
            o_res <= {sign_res, 8'hFF, 23'b0};  
            overflow <= 1'b1;
        end else if (is_zero_a || is_zero_b) begin
            o_res <= {sign_res, 31'b0};  
            overflow <= 1'b0;
        end else if (result_overflow) begin
            o_res <= {sign_res, 8'hFF, 23'b0};  
            overflow <= 1'b1;
        end else begin
            o_res <= {sign_res, final_exp, final_mantissa};
            overflow <= 1'b0;
        end
        o_res_vld <= 1'b1;
    end else begin
        o_res_vld <= 1'b0;
    end
end
endmodule

==> run_results.csv <==
group,metric,value,unit
clock_tree,cts_tree,"built",
sta,slew_headroom,61.43,%
worst_setup_path,start_kind,"primary input",
logic_synthesis,edf_count,0,
drt,drtPass1Iterations,5,
logic_synthesis,netlist_instances,2664,
worst_setup_path,cp_slowest_stage_delay,0.54,ns
worst_setup_path,r2r_slack,0.50,ns
drt,route.detailed.drc,0,
layout,regArea,850.8,sq um
global_routing,grt_overflow,0,
drt,first_iter_violations,798,
worst_setup_path,critPathSlowestCell,"fa_1",
layout,finalInstanceArea,30680,sq um
logic_synthesis,syn-cell-area,22940,sq um
job,drv_cap,0,
clock_tree,cts.sinks,34,
clock_tree,postCtsHoldBufs,0,
floorplanning,core-area,56500,sq um
worst_setup_path,critPathMostFrequentCell,"fa_1",
worst_setup_path,cp_data_required_time,1.57,ns
placed_design,hpwlAfterDp,54.21,mm
worst_setup_path,path_max_fanout,12,
drt,viasPerCell,5.004,
worst_setup_path,cp-end-kind,"flip-flop",
worst_setup_path,r2r_start,"o_res[25]$_DFFE_PP0P_",
clock_tree,clk_latency,0.28,ns
drt,num_vias,19904,
drt,finalWirelength,65.86,mm
clock_tree,cts.clk_slew.worst_paths,0.06,ns
worst_setup_path,regToRegEndpoint,"o_res[25]$_DFFE_PP0P_",
global_routing,grt_pass1_wl,107.2,mm
floorplanning,die_y,241.5,um
logic_synthesis,synth-main-ff-cell,"dfrtp_1",
logic_synthesis,ys_types,104,
clock_tree,htreeDepth,2,
run_status,status,"finished, violations left",
worst_setup_path,cp.buffers_inverters,11,
placed_design,port_buffers,100,
clock_tree,root_buffer,"clkbuf_16",
worst_setup_path,crit_start,"i_b[5]",
logic_synthesis,synth_top_area_share,42.24,%
worst_setup_path,critical_path.top_delay_family,"adder cells",
sta,fin_skew,0,ns
global_routing,antenna_found_initial,1,
logic_synthesis,synth.area.top_cells,"fa_1 42%, ha_1 10%, inv_1 8.7%",
placed_design,gp_routability_congestion,0.9380,
sta,setup_violations,33,
logic_synthesis,ys_async_sr_fraction,100.0,%
sta,layout_worst_path_cycle_share,688.5,%
logic_synthesis,yosysTopAreaCell,"fa_1",
worst_setup_path,worstPathArrival,9.81,ns
layout,syn_to_final_growth,33.73,%
run_status,violations,"setup timing",
sta,max_freq,103.8,MHz
logic_synthesis,ys_seq_share,3.709,%
logic_synthesis,ys_area,22940,sq um
sta,worstMarginPinSlew,0.5771,ns
global_routing,track_usage,24.38,%
floorplanning,ios,101,
logic_synthesis,ys_warn_count,1,
sta,slew_viol_final,0,
floorplanning,dieWidth,241.5,um
sta,tns,-261.77,ns
placed_design,place_ws,-9.197,ns
sta,worst_slack,-8.238,ns
hold_path,hold_path_class,"primary input to async pin",
layout,drive_above_1_share,25.31,%
worst_setup_path,worst-setup-path-type,"primary input to flip-flop",
floorplanning,dieArea,58310,sq um
floorplanning,fp_util,40.60,%
worst_setup_path,path_depth,45,
layout,comb_area,20280,sq um
global_routing,grt_pass1_vias,21102,
global_routing,grt_max_degree,27,
job,tool_warnings,29,
logic_synthesis,ys_ff,34,
sta,rsz0062_at_grt,"true",
drt,drt-wirelength-per-cell,16.56,um
placed_design,placed_cell_area,28600,sq um
worst_setup_path,reg2reg_depth,2,
clock_tree,cts_made_buffers,5,
logic_synthesis,syn_avg_cell_area,8.610,sq um
clock_tree,cts_max_path_buffers,2,
logic_synthesis,yosys_cells,2664,
floorplanning,rows,87,
drt,antenna_left,0,
layout,nFillCells,4721,
sta,finalCriticalPeriod,9.638,ns
sta,hold_violations,0,
==> through the flow <==
step           std cells  hold WS (ns)  utilization, %
2_1_floorplan       2664        0.3114               -
3_3_place_gp        3877        0.4736           50.63
3_5_place_dp        3877        0.4770           50.63
4_1_cts             3930        0.3031           52.53
5_1_grt             3978        0.3538           54.30
6_report            3978        0.3010           54.30
==> repair_timing <==
action                                  CTS  global route
setup buffers                            43            43
cloned                                    3            10
pin swaps                                91            90
endpoints found under the setup margin   40            56
gates resized                           212           150
==> cell usage after synthesis (all sizes together) (4+ instances only) <==
library cell  instances
inv                 532
fa                  484
nand2               453
and2                224
ha                  188
clkbuf              120
nor2                 73
a21oi                72
o21ai                54
xnor2                51
dfrtp                34
nand4                31
nand3                28
nor4                 24
buf                  22
nor3                 22
and3                 19
xor2                 17
o21a                 15
a31oi                13
a21o                 11
mux2i                10
a211oi                9
o211ai                9
o31ai                 9
a211o                 8
a311oi                8
a22oi                 7
o221ai                7
or3                   7
a22o                  6
and4                  6
nand2b                6
o2bb2ai               6
a2111oi               5
nor2b                 5
nor4b                 5
o2111ai               5
or2                   5
a21boi                4
a31o                  4
o21bai                4
==> cell families (layout without fill, tap and decap cells) <==
group	count (synthesis)	in the layout	synth area share, %
mux	10	10	0.4364
simple gates	918	918	19.57
xor+xnor	68	68	2.760
other cells	0	2	0
compound gates	286	286	9.579
fa+ha+maj	672	672	52.50
flops	34	34	3.709
buf+inv	676	1232	11.45
==> registers in the layout, indices dropped and copies added, names as in the netlist <==
name	flops
o_res	32
o_res_vld	1
overflow	1
==> per-layer routing <==
layer	routed length (um)	global-route usage, %	vias to the layer above
met5	0	0	-
met4	1331	2.743	0
met3	5784	7.988	78
met2	30840	37.93	709
met1	27900	35.74	9763
li1	-	-	9354
==> cell usage in the layout, fill, tap and decap left out, types with 8 or more instances in the layout <==
cell type        instances
inv_2                   13
ha_4                    15
and2_1                 217
nor2_1                  70
nand4_1                 30
mux2i_1                 10
a211o_1                  8
clkbuf_16               15
a31oi_1                 11
o21a_1                  15
ha_1                   171
dlygate4sd2_1           24
nor4_4                   8
nor4_2                   9
o21ai_0                 33
clkdlybuf4s50_1         15
fa_2                    12
xnor2_1                 47
xor2_1                  13
and3_1                  18
o21ai_1                 12
buf_12                  44
clkbuf_2                 9
buf_4                  490
a21o_1                  11
buf_8                   11
nor3_1                  20
fa_1                   472
inv_1                  519
a21oi_2                 13
o21ai_2                  9
nand2_1                430
nand2_2                 18
nand3_1                 21
dfrtp_1                 34
buf_6                   38
a21oi_1                 53
dlymetal6s2s_1          39
o211ai_1                 9
==> tightest hold or removal path: stages <==
cell,delay [ns]
clkdlybuf4s50_1,0.39
inv_1,0.06
buf_4,0.19
==> cell type report <==
cell class / instances / share of cell area [%]
antenna: 2 / 0.01632
clock buffer: 5 / 0.4079
clock inverter: 3 / 0.1305
inverter: 533 / 6.522
multi-input combinational: 1954 / 66.11
sequential: 34 / 2.774
tap: 756 / 3.084
timing repair buffer: 691 / 20.96
==> how the worst max path moves through the flow <==
stage | endpoint | slack [ns]
after CTS | o_res[19]$_DFFE_PP0P_ | -8.35
after global routing | o_res[3]$_DFFE_PP0P_ | -8.64
final | o_res[11]$_DFFE_PP0P_ | -8.24
